<file path="/design/flow/constraint.sdc">
current_design ahb_pwm

set clk_period 8.9
set clk_io_pct 0.2

create_clock -name clk0 -period $clk_period [get_ports {I_ahb_clk}]

set non_clock_inputs [all_inputs -no_clocks]
set_input_delay [expr $clk_period * $clk_io_pct] -clock clk0 $non_clock_inputs
set_output_delay [expr $clk_period * $clk_io_pct] -clock clk0 [all_outputs]
</file>
<file path="/design/flow/run.sh">
#!/bin/bash
# OpenROAD 26Q1-2900-gdf79404cd8, Yosys 0.63+post, stock flow scripts
make -C /OpenROAD-flow-scripts/flow DESIGN_CONFIG=/design/flow/config.mk WORK_HOME=/design/flow/orfs finish
</file>
<file path="/design/flow/design.v">
`timescale 1ms / 1ns
module ahb_pwm(
    input              I_ahb_clk,
    input              I_rst,
    input   [1:0]      I_ahb_htrans,
    input              I_ahb_hwrite,
    input   [31:0]     I_ahb_haddr,        
    input   [2:0]      I_ahb_hsize,
    input   [2:0]      I_ahb_hburst,
    input   [3:0]      I_ahb_hprot,
    input              I_ahb_hmastlock,
    input   [31:0]     I_ahb_hwdata,       
    output  reg [31:0] O_ahb_hrdata,       
    output  wire[1:0]  O_ahb_hresp,
    output  reg        O_ahb_hready,
    output  [7:0]  	   pwmo
);
    reg        S_ahb_wr_trig;
    reg        S_ahb_wr_trig_1d;
    reg[31:0]  S_ahb_wr_addr;
    reg[31:0]  S_ahb_wr_data;
    reg        S_ahb_rd_trig;
    reg        S_ahb_rd_trig_1d;
    reg[31:0]  S_ahb_rd_addr;
    reg[31:0]  S_ahb_rd_data; 
reg [31:00] clkdiv;
reg [31:00] period0;
reg [31:00] period1;
reg [31:00] period2;
reg [31:00] period3;
reg [31:00] period4;
reg [31:00] period5;
reg [31:00] period6;
reg [31:00] period7;
reg [31:00] duty0;
reg [31:00] duty1;
reg [31:00] duty2;
reg [31:00] duty3;
reg [31:00] duty4;
reg [31:00] duty5;
reg [31:00] duty6;
reg [31:00] duty7;
reg [7:0]	en;
    always @(posedge I_ahb_clk or posedge I_rst) begin
        if(I_rst)
            O_ahb_hready <= 1'b1;
        else
            if(I_ahb_htrans == 2'b10)
                O_ahb_hready <= 1'b0;
            else if(S_ahb_wr_trig_1d || S_ahb_rd_trig_1d)
                O_ahb_hready <= 1'b1;
            else
                O_ahb_hready <= O_ahb_hready;
    end
    always @(posedge I_ahb_clk or posedge I_rst) begin
        if(I_rst)
            S_ahb_wr_trig <= 1'b0;
        else
            if(I_ahb_htrans == 2'b10 && I_ahb_hwrite)
                S_ahb_wr_trig <= 1'b1;
            else
                S_ahb_wr_trig <= 1'b0;
    end
    always @(posedge I_ahb_clk) begin
        S_ahb_wr_trig_1d <= S_ahb_wr_trig;
    end
    always @(posedge I_ahb_clk or posedge I_rst) begin
        if(I_rst)
            S_ahb_wr_addr <= 'd0;
        else
            if(S_ahb_wr_trig)
                S_ahb_wr_addr <= I_ahb_haddr;
            else
                S_ahb_wr_addr <= S_ahb_wr_addr;
    end
    always @(posedge I_ahb_clk or posedge I_rst) begin
        if(I_rst)
            S_ahb_wr_data <= 'd0;
        else
            if(S_ahb_wr_trig)
                S_ahb_wr_data <= I_ahb_hwdata;
            else
                S_ahb_wr_data <= S_ahb_wr_data;
    end
    always @(posedge I_ahb_clk or posedge I_rst) begin
        if(I_rst)
            begin
                en  		<= 'd0;
                clkdiv		<= 'd0;     	
                period0 	<= 'd0;   
                period1  	<= 'd0;   
                period2  	<= 'd0;   
                period3  	<= 'd0;   
                period4  	<= 'd0;
                period5  	<= 'd0;   
                period6  	<= 'd0;   
                period7  	<= 'd0;   
				duty0  		<= 'd0;      	
				duty1  		<= 'd0;      	
				duty2 		<= 'd0;     	
                duty3 		<= 'd0;     	
                duty4 		<= 'd0;     	
                duty5 		<= 'd0;     	
                duty6 		<= 'd0;     	
                duty7 		<= 'd0;     	
            end
        else
            begin
                if(S_ahb_wr_trig_1d)
                    begin
                        case(S_ahb_wr_addr[7:0])
                            8'h00:  en  	  <= S_ahb_wr_data;  
                            8'h04:  clkdiv    <= S_ahb_wr_data;  
                            8'h08:  period0   <= S_ahb_wr_data;  
                            8'h0C:  period1   <= S_ahb_wr_data;  
                            8'h10:  period2   <= S_ahb_wr_data;  
                            8'h14:  period3   <= S_ahb_wr_data;  
                            8'h18:  period4   <= S_ahb_wr_data;  
                            8'h1C:  period5   <= S_ahb_wr_data;  
                            8'h20:  period6   <= S_ahb_wr_data;  
                            8'h24:  period7   <= S_ahb_wr_data;  
                            8'h28:  duty0  	  <= S_ahb_wr_data;  
                            8'h2C:  duty1  	  <= S_ahb_wr_data;  
                            8'h30:  duty2 	  <= S_ahb_wr_data;  
                            8'h34:  duty3 	  <= S_ahb_wr_data;  
                            8'h38:  duty4 	  <= S_ahb_wr_data;  
                            8'h3c:  duty5 	  <= S_ahb_wr_data;
                            8'h40:  duty6 	  <= S_ahb_wr_data; 
                            8'h44:  duty7 	  <= S_ahb_wr_data;
                        endcase
                    end
                else
                    begin
                        en  	 <= en  	;
                        clkdiv   <= clkdiv  ;
                        period0  <= period0 ;
                        period1  <= period1 ;
                        period2  <= period2 ;
                        period3  <= period3 ;
                        period4  <= period4 ;
                        period5  <= period5 ;
                        period6  <= period6 ;
                        period7  <= period7 ;
                        duty0  	 <= duty0  	;
                        duty1  	 <= duty1  	;
                        duty2 	 <= duty2 	;
                        duty3 	 <= duty3 	;
                        duty4 	 <= duty4 	;
                        duty5 	 <= duty5 	;
                        duty6 	 <= duty6 	;
                        duty7 	 <= duty7 	;
                    end
            end
    end
    always @(posedge I_ahb_clk or posedge I_rst) begin
        if(I_rst)
            S_ahb_rd_trig <= 1'b0;
        else
            if(I_ahb_htrans == 2'b10 && (!I_ahb_hwrite))
                S_ahb_rd_trig <= 1'b1;
            else
                S_ahb_rd_trig <= 1'b0;
    end
    always @(posedge I_ahb_clk) begin
        S_ahb_rd_trig_1d <= S_ahb_rd_trig;
    end
    always @(posedge I_ahb_clk or posedge I_rst) begin
        if(I_rst)
            S_ahb_rd_addr <= 'd0;
        else
            if(S_ahb_rd_trig)
                S_ahb_rd_addr <= I_ahb_haddr;
            else
                S_ahb_rd_addr <= S_ahb_rd_addr;
    end
    always @(posedge I_ahb_clk or posedge I_rst) begin
        if(I_rst)
            O_ahb_hrdata <= 'd0;
        else
            begin
                if(S_ahb_rd_trig_1d)
                    begin
                        case(S_ahb_rd_addr[7:0])
                            8'h00: O_ahb_hrdata  <=en  	    ;
                            8'h04: O_ahb_hrdata  <=clkdiv   ;
                            8'h08: O_ahb_hrdata  <=period0  ;
                            8'h0C: O_ahb_hrdata  <=period1  ;
                            8'h10: O_ahb_hrdata  <=period2  ;
                            8'h14: O_ahb_hrdata  <=period3  ;
                            8'h18: O_ahb_hrdata  <=period4  ;
                            8'h1C: O_ahb_hrdata  <=period5  ;
                            8'h20: O_ahb_hrdata  <=period6  ;
                            8'h24: O_ahb_hrdata  <=period7  ;
                            8'h28: O_ahb_hrdata  <=duty0    ;  
                            8'h2C: O_ahb_hrdata  <=duty1    ;  
                            8'h30: O_ahb_hrdata  <=duty2    ;  
                            8'h34: O_ahb_hrdata  <=duty3    ;  
                            8'h38: O_ahb_hrdata  <=duty4    ;  
                            8'h3c: O_ahb_hrdata  <=duty5    ;
                            8'h40: O_ahb_hrdata  <=duty6    ;
                            8'h44: O_ahb_hrdata  <=duty7    ; 
                        endcase
                    end
                else
                    O_ahb_hrdata <= O_ahb_hrdata;
            end
    end
counter pwm0(.clk(I_ahb_clk), .clkdiv(clkdiv[3:0]  ), .period(period0), .duty(duty0), .state(pwmo[0]), .en(en[0]));
counter pwm1(.clk(I_ahb_clk), .clkdiv(clkdiv[7:4]  ), .period(period1), .duty(duty1), .state(pwmo[1]), .en(en[1]));
counter pwm2(.clk(I_ahb_clk), .clkdiv(clkdiv[11:8] ), .period(period2), .duty(duty2), .state(pwmo[2]), .en(en[2]));
counter pwm3(.clk(I_ahb_clk), .clkdiv(clkdiv[15:12]), .period(period3), .duty(duty3), .state(pwmo[3]), .en(en[3]));
counter pwm4(.clk(I_ahb_clk), .clkdiv(clkdiv[19:16]), .period(period4), .duty(duty4), .state(pwmo[4]), .en(en[4]));
counter pwm5(.clk(I_ahb_clk), .clkdiv(clkdiv[23:20]), .period(period5), .duty(duty5), .state(pwmo[5]), .en(en[5]));
counter pwm6(.clk(I_ahb_clk), .clkdiv(clkdiv[27:24]), .period(period6), .duty(duty6), .state(pwmo[6]), .en(en[6]));
counter pwm7(.clk(I_ahb_clk), .clkdiv(clkdiv[31:28]), .period(period7), .duty(duty7), .state(pwmo[7]), .en(en[7]));
endmodule
module counter(
    input clk,
    input [3:0] clkdiv,
    input en,
    input [31:0] period,
    input [31:0] duty,
    output reg   state
    ); 
wire clk_div      ;
reg clk_div1      ;
reg clk_div2      ;
reg [4:0] contclk = 0;
reg [32:0] contper = 0;
	always @(posedge clk) begin
		if(en == 1)begin
			if (contclk == clkdiv) begin   
                contclk = 0;
                clk_div1 = ~clk_div1;
            end else begin 
                contclk = contclk+1;
                end
		end
	end
    always @(negedge clk) begin
        if(en == 1) begin
            if (contclk == (clkdiv)/2) begin
                clk_div2 = ~clk_div2;
            end
        end
    end
assign clk_div = clk_div1^clk_div2;
	always @(posedge clk_div) begin
		if(en == 1)begin
			if(contper >= period-1) begin  
				contper = 0;
			end else begin
				contper = contper + 1;
			end
		end
	end
	always @(posedge clk_div) begin
		if(en == 1)begin
			if(contper <= duty-1)begin
				state = 1;
			end else begin
				state = 0;
			end
		end
	end
endmodule
</file>
<file path="/design/flow/config.mk">
export PLATFORM = sky130hd
export DESIGN_NAME = ahb_pwm
export DESIGN_NICKNAME = ahb_pwm
export VERILOG_FILES = /design/flow/design.v
export SDC_FILE = /design/flow/constraint.sdc
export NUM_CORES = 4
export LEC_CHECK = 1
export CORE_UTILIZATION = 50
</file>
==> job_summary.md <==
## Synthesis and layout report

| Metric | Value |
|---|---|
| DRT antenna net count | `0` |
| Max Buffers Root-to-Sink | `3` |
| Die ar. | `132000 um2` |
| FP Util | `0.505` |
| Chip Area, Yosys | `65500 um2` |
| H-Tree Depth | `3` |
| Filler instances | `11.2k` |
| Late-Pin Clk Latency | `0.73 ns` |
| Initial antenna violation count | `28` |
| Power density over cell area | `251 nW/um2` |
| Die X | `364 um` |
| Main flop type | `dfrtp_1` |
| Via/cell ratio | `6.30` |
| Yosys cell count | `6414` |
| P&R area growth vs syn | `9.17%` |
| Crit path required time | `4.84 ns` |
| CP Class | `register to register` |
| WP data arrival | `1.94 ns` |
| Drt drc | `0` |
| Minimum hold slack | `0.506 ns` |
| Setup crit start | `en[6]` |
| Leak | `31.2 nW` |
| Total number of vias | `52.2k` |
| FF-to-FF Start | `en[6]` |
| First-pass GRT wire length | `363000 um` |
| Tot GR Track Use | `0.411` |
| Number of unconstrained endpoints | `552` |
| Final Hold Fails | `0` |
| Vias in the first global route | `49.0k` |
| Status | `complete, no violations` |
| Total wire length after detailed routing | `259000 um` |
| Worst VDD drop | `0.000148 V` |
| Cts hold-fix bufs | `0` |
| Routed len/inst | `31.3 um` |
| Register share after synthesis | `0.394` |
| RSZ-0062 raised after global routing | `false` |
| Final TNS setup | `0 ns` |
| Core area | `130000 um2` |
| Synth Register Bits | `965` |
| Final setup viols | `0` |
| Register pins left without a clock | `272` |
| # IOs | `123` |
| Worst setup SP type | `register` |
| Final Max Slew Viols | `0` |
| Yosys warnings | `4` |
| TritonCTS Buffers | `80` |
| Mapped Cells | `6414` |
| Clock-pin slew of the registers on the worst-case setup and hold paths | `0.06 ns` |
| Beginning of the worst hold path | `S_ahb_wr_data[12]` |
| Postcts setup bufs | `0` |
| Syn avg cell area | `10.2 um2` |
| Number of synthesized flops with an enable pin | `328` |
| Worst Skew | `0.0409 ns` |
| Worst Max-Slew Pin Slew | `1.01 ns` |
| CTS root buf | `clkbuf_16` |
| Unique cell types | `93` |
| Port bufs | `85` |
| CTS tree | `built` |
| FP Rows | `132` |
| First DRT Iteration DRCs | `4345` |
| Pin count of the biggest net entering global routing | `130` |
| Mapped Area | `65500 um2` |
| Routability cong. | `1.10` |
| Pre-antenna DRT Iters | `6` |
| Min-Delay Path Class | `register to register` |
| CP endpoint kind | `register` |
| Final HPWL DP | `200000 um` |
| Die height | `364 um` |
| Stage-log warning count | `85` |
| Cts repair resizes | `0` |
| Total grt overflow | `0` |
| Worst-path fanout max | `43` |
| Async SR Flop Fraction | `0.658` |
| Relative slew slack | `0.320` |
| Share of layout cells above drive strength 1 | `0.150` |
| Max Cap Violations | `0` |
area by class of cell:
type / count / area, um2 / share of cell area
diodes: 13 / 32.5 / 0.000455
clock buffers: 114 / 2280 / 0.0319
clock inverters: 41 / 365 / 0.00511
inverters: 100 / 379 / 0.00530
multi-input cells: 5077 / 38400 / 0.537
flip-flops and latches: 965 / 25800 / 0.361
well taps: 1742 / 2180 / 0.0305
repair buffers: 238 / 2050 / 0.0287
Yosys cell counts (11+ instances only):
library cell	count	area share
dfrtp_1	634	0.24
nor2_1	634	0.036
mux2_2	617	0.11
ha_1	560	0.11
xnor2_1	470	0.063
nand2_1	401	0.023
xor2_1	334	0.045
edfxtp_1	328	0.15
nand3_1	243	0.019
a21oi_1	231	0.018
nor3_1	211	0.016
clkbuf_1	193	0.011
nand4_1	149	0.014
nor4_1	133	0.013
o21ai_0	128	0.0098
a22oi_1	108	0.012
inv_1	101	0.0058
and3_1	70	0.0067
mux2i_1	70	0.011
or4_1	68	0.0078
or3_1	58	0.0055
nor2b_1	55	0.0053
a21o_1	53	0.0061
buf_1	49	0.0028
nand3b_1	35	0.0040
and4_1	28	0.0037
nand2b_1	27	0.0026
and2_1	26	0.0025
a211oi_1	25	0.0029
o22ai_1	25	0.0024
nor3b_1	24	0.0027
a221oi_1	21	0.0028
buf_2	18	0.0014
o211ai_1	18	0.0021
a2111oi_0	17	0.0023
a22o_1	16	0.0021
a31oi_1	14	0.0013
o21ai_1	13	0.00099
a32oi_1	12	0.0016
or2_2	11	0.0011
where the power goes:
| group | switching, mW | internal (mW) | total, mW |
|---|---|---|---|
| registers | 0.744 | 3.81 | 4.56 |
| logic | 5.95 | 4.08 | 10.0 |
| clock network | 1.43 | 1.91 | 3.34 |
cells in the final DEF (no fill, tap or decap), drive strengths merged, types with 53 or more instances in the layout:
cell,synthesis,layout
a21o,53,53
a21oi,231,231
a22oi,108,108
and3,70,70
buf,79,153
clkbuf,193,114
clkdlybuf4s50,0,85
dfrtp,634,634
edfxtp,328,328
ha,560,560
inv,101,112
mux2,617,617
mux2i,70,70
nand2,401,401
nand3,243,243
nand4,149,149
nor2,634,634
nor2b,55,55
nor3,213,213
nor4,141,141
o21ai,141,141
or3,63,63
or4,71,71
xnor2,470,470
xor2,334,334
kinds of logic (layout without fill, tap and decap cells):
logic type	count (synthesis)	count (layout)	synth area share
adders and majority gates	560	560	0.107
DFF	965	965	0.394
other	1	15	0.0000572
buffers and inverters	373	493	0.0225
and+or+nand+nor	2233	2233	0.172
muxes	692	692	0.118
AOI/OAI and AO/OA	786	786	0.0787
xor gates and xnor gates	804	804	0.107
sequential cells by signal, indices dropped and copies added (netlist names), 33 cells and up:
signal,count
pwm4.contper,33
pwm5.contper,33
pwm2.contper,33
pwm7.contper,33
pwm0.contper,33
pwm3.contper,33
pwm6.contper,33
pwm1.contper,33
critical path, stage by stage, from the launching register on:
cell     delay, ns
dfrtp_2       0.34
buf_4         0.50
nand3_1       0.15
nor3_1        0.24
worst paths after layout:
check | to | slack (ns) | cells after the start
worst max-delay path | pwm6.clk_div2 | 2.90 | 3
max in group asynchronous | en[7] | 5.50 | 5
worst max register to register | pwm6.clk_div2 | 2.90 | 3
worst min register to register | S_ahb_wr_data[12] | 0.51 | 1
worst min-delay path | S_ahb_wr_data[12] | 0.51 | 1
min in group asynchronous | clkdiv[9] | 1.37 | 2
metrics by stage:
| stage | instance area [um2] | utilization | instances | total power, mW | worst slack [ns] |
|---|---|---|---|---|---|
| 2_1_floorplan | 65500 | - | 6415 | 11.5 | -1.55 |
| 3_3_place_gp | 68800 | 0.530 | 8123 | 14.2 | 2.88 |
| 3_5_place_dp | 68800 | 0.530 | 8123 | 14.5 | 2.91 |
| 4_1_cts | 71500 | 0.551 | 8277 | 17.8 | 2.88 |
| 5_1_grt | 71500 | 0.551 | 8277 | 19.3 | 2.83 |
| 6_report | 71500 | 0.551 | 8290 | 17.9 | 2.90 |
metal layers:
metal,GRT usage,up-vias,wire (um)
met4,0.167,36,12900
met2,0.566,2177,109000
met5,0.0214,-,569
met1,0.587,25700,108000
met3,0.173,498,28700
li1,-,23700,-
Power is estimated from default activity; no workload was simulated.
